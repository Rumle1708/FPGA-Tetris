<file path="flow/design.v">
module ClockDivider(
  input   clock,
  input   reset,
  output  io_tick
);
  reg [2:0] cntReg;  
  wire [2:0] _cntReg_T_2 = $signed(cntReg) - 3'sh1;  
  assign io_tick = cntReg[2];  
  always @(posedge clock) begin
    if (reset) begin  
      cntReg <= 3'sh2;  
    end else if (cntReg[2]) begin  
      cntReg <= 3'sh2;  
    end else begin
      cntReg <= _cntReg_T_2;  
    end
  end
endmodule
module HorizontalCounter(
  input        clock,
  input        reset,
  input        io_pxlCLK,
  output [9:0] io_horCnt,
  output       io_horSync,
  output       io_dispTime,
  output       io_enVCnt
);
  reg [9:0] cntReg;  
  reg  outputReg1;  
  reg  outputReg2;  
  wire [9:0] _cntReg_T_1 = cntReg + 10'h1;  
  wire  _outputReg2_T = ~outputReg2;  
  wire  _GEN_0 = cntReg == 10'h27f ? ~outputReg2 : outputReg2;  
  wire  _outputReg1_T = ~outputReg1;  
  wire  _GEN_1 = cntReg == 10'h28f ? ~outputReg1 : outputReg1;  
  wire  _GEN_2 = cntReg == 10'h2ef ? _outputReg1_T : _GEN_1;  
  wire  _T_3 = cntReg == 10'h31f;  
  wire  _GEN_4 = cntReg == 10'h31f ? _outputReg2_T : _GEN_0;  
  wire  _GEN_7 = io_pxlCLK ? _GEN_4 : outputReg2;  
  wire  _GEN_8 = io_pxlCLK ? _GEN_2 : outputReg1;  
  assign io_horCnt = cntReg;  
  assign io_horSync = outputReg1;  
  assign io_dispTime = outputReg2;  
  assign io_enVCnt = io_pxlCLK & _T_3;  
  always @(posedge clock) begin
    if (reset) begin  
      cntReg <= 10'h0;  
    end else if (io_pxlCLK) begin  
      if (cntReg == 10'h31f) begin  
        cntReg <= 10'h0;  
      end else begin
        cntReg <= _cntReg_T_1;  
      end
    end
    outputReg1 <= reset | _GEN_8;  
    outputReg2 <= reset | _GEN_7;  
  end
endmodule
module VerticalCounter(
  input        clock,
  input        reset,
  input        io_enVCnt,
  output [9:0] io_verCnt,
  output       io_verSync,
  output       io_dispTime
);
  reg [9:0] cntReg;  
  reg  outputReg1;  
  reg  outputReg2;  
  wire [9:0] _cntReg_T_1 = cntReg + 10'h1;  
  wire  _outputReg2_T = ~outputReg2;  
  wire  _GEN_0 = cntReg == 10'h1df ? ~outputReg2 : outputReg2;  
  wire  _outputReg1_T = ~outputReg1;  
  wire  _GEN_1 = cntReg == 10'h1e9 ? ~outputReg1 : outputReg1;  
  wire  _GEN_2 = cntReg == 10'h1eb ? _outputReg1_T : _GEN_1;  
  wire  _GEN_4 = cntReg == 10'h20c ? _outputReg2_T : _GEN_0;  
  wire  _GEN_6 = io_enVCnt ? _GEN_4 : outputReg2;  
  wire  _GEN_7 = io_enVCnt ? _GEN_2 : outputReg1;  
  assign io_verCnt = cntReg;  
  assign io_verSync = outputReg1;  
  assign io_dispTime = outputReg2;  
  always @(posedge clock) begin
    if (reset) begin  
      cntReg <= 10'h0;  
    end else if (io_enVCnt) begin  
      if (cntReg == 10'h20c) begin  
        cntReg <= 10'h0;  
      end else begin
        cntReg <= _cntReg_T_1;  
      end
    end
    outputReg1 <= reset | _GEN_7;  
    outputReg2 <= reset | _GEN_6;  
  end
endmodule
module VGAController(
  input        clock,
  input        reset,
  input  [3:0] io_Rin,
  input  [3:0] io_Gin,
  input  [3:0] io_Bin,
  output       io_hSync,
  output       io_vSync,
  output [3:0] io_R,
  output [3:0] io_G,
  output [3:0] io_B,
  output [9:0] io_horCntr,
  output [9:0] io_verCntr
);
  wire  clkDiv_clock;  
  wire  clkDiv_reset;  
  wire  clkDiv_io_tick;  
  wire  horCntr_clock;  
  wire  horCntr_reset;  
  wire  horCntr_io_pxlCLK;  
  wire [9:0] horCntr_io_horCnt;  
  wire  horCntr_io_horSync;  
  wire  horCntr_io_dispTime;  
  wire  horCntr_io_enVCnt;  
  wire  verCntr_clock;  
  wire  verCntr_reset;  
  wire  verCntr_io_enVCnt;  
  wire [9:0] verCntr_io_verCnt;  
  wire  verCntr_io_verSync;  
  wire  verCntr_io_dispTime;  
  ClockDivider clkDiv (  
    .clock(clkDiv_clock),
    .reset(clkDiv_reset),
    .io_tick(clkDiv_io_tick)
  );
  HorizontalCounter horCntr (  
    .clock(horCntr_clock),
    .reset(horCntr_reset),
    .io_pxlCLK(horCntr_io_pxlCLK),
    .io_horCnt(horCntr_io_horCnt),
    .io_horSync(horCntr_io_horSync),
    .io_dispTime(horCntr_io_dispTime),
    .io_enVCnt(horCntr_io_enVCnt)
  );
  VerticalCounter verCntr (  
    .clock(verCntr_clock),
    .reset(verCntr_reset),
    .io_enVCnt(verCntr_io_enVCnt),
    .io_verCnt(verCntr_io_verCnt),
    .io_verSync(verCntr_io_verSync),
    .io_dispTime(verCntr_io_dispTime)
  );
  assign io_hSync = horCntr_io_horSync;  
  assign io_vSync = verCntr_io_verSync;  
  assign io_R = horCntr_io_dispTime & verCntr_io_dispTime ? io_Rin : 4'h0;  
  assign io_G = horCntr_io_dispTime & verCntr_io_dispTime ? io_Gin : 4'h0;  
  assign io_B = horCntr_io_dispTime & verCntr_io_dispTime ? io_Bin : 4'h0;  
  assign io_horCntr = horCntr_io_horCnt;  
  assign io_verCntr = verCntr_io_verCnt;  
  assign clkDiv_clock = clock;
  assign clkDiv_reset = reset;
  assign horCntr_clock = clock;
  assign horCntr_reset = reset;
  assign horCntr_io_pxlCLK = clkDiv_io_tick;  
  assign verCntr_clock = clock;
  assign verCntr_reset = reset;
  assign verCntr_io_enVCnt = horCntr_io_enVCnt;  
endmodule
module Top(
  input        clock,
  input        reset,
  output       io_hSync,
  output       io_vSync,
  output [3:0] io_R,
  output [3:0] io_G,
  output [3:0] io_B
);
  reg [11:0] mem [0:2047];  
  wire [11:0] mem_memVal_data;  
  wire [10:0] mem_memVal_addr;  
  reg [10:0] mem_memVal_addr_pipe_0;
  wire  vGACtrl_clock;  
  wire  vGACtrl_reset;  
  wire [3:0] vGACtrl_io_Rin;  
  wire [3:0] vGACtrl_io_Gin;  
  wire [3:0] vGACtrl_io_Bin;  
  wire  vGACtrl_io_hSync;  
  wire  vGACtrl_io_vSync;  
  wire [3:0] vGACtrl_io_R;  
  wire [3:0] vGACtrl_io_G;  
  wire [3:0] vGACtrl_io_B;  
  wire [9:0] vGACtrl_io_horCntr;  
  wire [9:0] vGACtrl_io_verCntr;  
  wire [9:0] memAdrs = vGACtrl_io_horCntr + vGACtrl_io_verCntr;  
  VGAController vGACtrl (  
    .clock(vGACtrl_clock),
    .reset(vGACtrl_reset),
    .io_Rin(vGACtrl_io_Rin),
    .io_Gin(vGACtrl_io_Gin),
    .io_Bin(vGACtrl_io_Bin),
    .io_hSync(vGACtrl_io_hSync),
    .io_vSync(vGACtrl_io_vSync),
    .io_R(vGACtrl_io_R),
    .io_G(vGACtrl_io_G),
    .io_B(vGACtrl_io_B),
    .io_horCntr(vGACtrl_io_horCntr),
    .io_verCntr(vGACtrl_io_verCntr)
  );
  assign mem_memVal_addr = mem_memVal_addr_pipe_0;
  assign mem_memVal_data = mem[mem_memVal_addr];  
  assign io_hSync = vGACtrl_io_hSync;  
  assign io_vSync = vGACtrl_io_vSync;  
  assign io_R = vGACtrl_io_R;  
  assign io_G = vGACtrl_io_G;  
  assign io_B = vGACtrl_io_B;  
  assign vGACtrl_clock = clock;
  assign vGACtrl_reset = reset;
  assign vGACtrl_io_Rin = mem_memVal_data[3:0];  
  assign vGACtrl_io_Gin = mem_memVal_data[7:4];  
  assign vGACtrl_io_Bin = mem_memVal_data[11:8];  
  always @(posedge clock) begin
    mem_memVal_addr_pipe_0 <= {{1'd0}, memAdrs};
  end
  integer initvar;
  initial begin
    $readmemh("generated/MemoryData.txt", mem);
  end
endmodule
</file>
<file path="flow/run.sh">
#!/bin/bash
# OpenROAD 26Q1-2900-gdf79404cd8, Yosys 0.63+post, stock flow scripts
make -C /OpenROAD-flow-scripts/flow DESIGN_CONFIG=/design/flow/config.mk WORK_HOME=/design/flow/orfs finish
</file>
<file path="flow/config.mk">
export PLATFORM = sky130hd
export DESIGN_NAME = Top
export DESIGN_NICKNAME = Top
export VERILOG_FILES = /design/flow/design.v
export SDC_FILE = /design/flow/constraint.sdc
export NUM_CORES = 4
export LEC_CHECK = 1
export CORE_AREA = 10 10 108 108
export DIE_AREA = 0 0 118 118
export SYNTH_HDL_FRONTEND = slang
export SYNTH_MEMORY_MAX_BITS = 65536
</file>
<file path="flow/constraint.sdc">
current_design Top

set clk_period 2.4
set clk_io_pct 0.2

create_clock -name clk0 -period $clk_period [get_ports {clock}]

set non_clock_inputs [all_inputs -no_clocks]
set_input_delay [expr $clk_period * $clk_io_pct] -clock clk0 $non_clock_inputs
set_output_delay [expr $clk_period * $clk_io_pct] -clock clk0 [all_outputs]
</file>
==> impl_metrics.toml <==
# synthesis and place-and-route metrics
[floorplanning]
io_pins = 16
fp.dieH_um = 118
chipArea_sq_mm = 0.01392
core-area_sq_mm = 0.009284
die_w_um = 118
fp_util = 0.1418
rows = 35

[setup_path]
crit_type = "reg -> reg"
critPathBufInv = 0
cp_max_fo = 15
regToRegSetupSlack_ps = 610
cp-end-kind = "register"
worstReg2RegStart = "vGACtrl.horCntr.io_horCnt[4]"
path_cells = "and4bb_1, nand3_4, or4_1, a21oi_1"
worst_path_largest_cell_delay_ps = 500
cp_slowest_cell = "or4_1"
crit_path_start_kind = "register"
cp_top_family = "simple AND/OR/NAND/NOR gates"
reg2reg_depth = 4
required_ps = 2600
r2r-end = "vGACtrl.verCntr.io_verCnt[9]"
critPathArrivalTime_ps = 1990

[flow_run]
maxCapViolations = 0
tool_warnings = 27

[logic_synthesis]
synthCells = 150
ys_cells = 150
yosys-stat-area_sq_mm = 0.001316
avgSynthCellArea_sq_um = 8.775
synth_seq_share = 0.3802
synth_warnings = 0
ys.flops = 25
syn_area_sq_mm = 0.001316
synthDistinctLibCells = 31

[power]
pwr_density_cell_mw_per_mm2 = 482.2
leakagePower_uw = 0.0005272
power_uw = 720.3
peakVddDrop_mv = 0.2043

[hold_path]
min_path_cells = 1
hold_path.class = "reg -> reg"
hold_start = "vGACtrl.clkDiv.cntReg[0]"
hold_end = "vGACtrl.clkDiv.cntReg[0]"

[drt]
vias = 975
wl_per_cell_um = 8.511
drt-initial-drc-count = 58
drc_errors = 0
routed_via_density = 3.457
diodes = 0
ant_nets = 0
first_pass_iters = 4
drt-total-wl_um = 2400

[global_routing]
antenna_found_initial = 0
grt_max_degree = 17
grt_pass1_vias = 896
grt_usage = 0.03387
grt_first_pass_wirelength_um = 4215
grt-ovfl-total = 0

[placed_design]
dp_hpwl_um = 1754
gp_congestion = 0.8226
io_buffers = 3

[finish]
fillers = 1053
syn2layout_area_growth_pct = 13.50
layout-drive-gt1-share = 0.05229

[clock_tree]
post_cts_resized = 0
h-tree-depth = 1
cts_hold_buf = 0
clkSlewWorstSetupHoldPaths_ps = 90
cts_root_buf = "clkbuf_8"
cts.sinks = 25
clockBufferDepth = 2
clk_latency_ps = 270
numCtsBuffers = 3
cts_setup_buffers = 0
tritoncts = "built"

[timing]
fmax_ghz = 0.5597
layout_min_cycle_time_ps = 1787
tns_ps = 0
skew_ps = 4.605
rsz0062_at_grt = "false"
finalClockPeriodUsage = 0.7444
slew_violations = 0
setup-violations-final = 0
hold_viol_final = 0

[status]
status = "finished, final reports clean"
worst reg2reg max path: stages (launching register included):
cell and delay, ps:
dfxtp_1 430, and4bb_1 430, nand3_4 210, or4_1 500, a21oi_1 150
cells by family (layout without fill, tap and decap cells):
logic type	count (synthesis)	after routing	share of synthesized area
other	1	12	0.002849
AND-OR/OR-AND	15	15	0.07605
AND/OR/NAND/NOR	66	66	0.2814
multiplexers	1	1	0.007605
flip-flops	25	25	0.3802
adder cells (fa/ha/maj)	5	5	0.04753
XOR/XNOR	14	14	0.09315
buffers and inverters	23	15	0.1112
sequential cells by signal, summed over array words and instances, names as in the netlist:
signal                      cells
vGACtrl.verCntr.io_verCnt      10
vGACtrl.clkDiv.cntReg           3
vGACtrl.verCntr.io_verSync      1
vGACtrl.horCntr.io_horSync      1
vGACtrl.horCntr.io_horCnt      10
area by class of cell:
cell class / count / area [sq um] / share of cell area
clock inverters: 1 / 8.758 / 0.005863
repair buffers: 6 / 52.55 / 0.03518
clock buffers: 3 / 41.29 / 0.02764
inverters: 5 / 18.77 / 0.01256
multi-input cells: 113 / 710.7 / 0.4757
flip-flops and latches: 25 / 500.5 / 0.3350
well taps: 129 / 161.4 / 0.1080
routing by layer:
| layer | track usage | share of wire | vias to the layer above | wire length (um) |
|---|---|---|---|---|
| met5 | 0 | 0 | - | 0 |
| met4 | 0.001546 | 0 | 0 | 0 |
| met3 | 0.009237 | 0.033 | 0 | 80 |
| met2 | 0.05315 | 0.46 | 11 | 1094 |
| met1 | 0.04766 | 0.51 | 455 | 1224 |
| li1 | - | - | 509 | - |
synthesized netlist by cell type, drive strengths merged:
cell type  number  share of area
nor3            1         0.0038
nor3b           1         0.0057
buf            17          0.094
nand3          12          0.055
o211ai          3          0.017
inv             5          0.014
and3            6          0.029
o41ai           2          0.013
nor4b           2          0.013
o21ai           2         0.0076
o31ai           4          0.023
and2            3          0.014
xnor2           4          0.027
nand4           8          0.038
or4             3          0.017
ha              5          0.048
and4bb          1         0.0095
and4            2          0.013
clkbuf          1         0.0028
xor2           10          0.067
a21oi           4          0.015
nand2b          1         0.0048
nor2b           2         0.0095
nand2           8          0.023
mux2i           1         0.0076
conb            1         0.0028
dfxtp          25           0.38
nor2           16          0.046
worst max path at each step:
stage / start / to / cells past startpoint
4_1_cts: vGACtrl.horCntr.io_horCnt[4] / vGACtrl.verCntr.io_verCnt[9] / 4
5_1_grt: vGACtrl.horCntr.io_horCnt[4] / vGACtrl.verCntr.io_verCnt[9] / 4
6_report: vGACtrl.horCntr.io_horCnt[4] / vGACtrl.verCntr.io_verCnt[9] / 4
metrics by stage:
stage,cell area (sq um),worst slack [ps],instances,hold WS [ps],utilization
final,1494,613.4,282,426.3,0.1609
after global routing,1494,468.3,282,439.8,0.1609
after CTS,1494,596.2,282,430.9,0.1609
after detailed placement,1444,521.6,278,410.9,0.1555
after global placement,1444,630.1,278,415.3,0.1555
after floorplan,1358,829.0,161,397.5,-
power breakdown:
part | internal (uW) | switching [uW]
Clock | 122 | 141
Sequential | 424 | 6.40
Combinational | 11.9 | 16.3
Total | 557 | 163
cells in the final DEF (no fill, tap or decap), types with 2 or more instances in the layout:
cell type / Yosys / final
o31ai_1: 4 / 4
nor4b_1: 2 / 2
nand2_1: 8 / 8
buf_4: 13 / 3
clkbuf_8: 0 / 3
o211ai_1: 3 / 3
nand3_1: 11 / 11
nor2_1: 16 / 16
nor2b_1: 2 / 2
inv_1: 5 / 5
and3_1: 6 / 6
ha_1: 5 / 5
o21ai_0: 2 / 2
xor2_1: 10 / 10
and2_1: 3 / 3
and4_1: 2 / 2
dfxtp_1: 25 / 25
nand4_1: 8 / 8
xnor2_1: 4 / 4
or4_1: 3 / 3
conb_1: 1 / 12
clkdlybuf4s50_1: 0 / 3
o41ai_1: 2 / 2
a21oi_1: 4 / 4
Power and IR drop assume default switching activity.
